<file path="flow/run.sh">
#!/bin/bash
# OpenROAD 26Q1-2900-gdf79404cd8, Yosys 0.63+post, stock flow scripts
make -C /OpenROAD-flow-scripts/flow DESIGN_CONFIG=/design/flow/config.mk WORK_HOME=/design/flow/orfs finish
</file>
<file path="flow/config.mk">
export PLATFORM = sky130hd
export DESIGN_NAME = vc_vr_converter
export DESIGN_NICKNAME = vc_vr_converter
export VERILOG_FILES = /design/flow/design.v
export SDC_FILE = /design/flow/constraint.sdc
export NUM_CORES = 4
export LEC_CHECK = 1
export CORE_AREA = 10 10 88 88
export DIE_AREA = 0 0 98 98
export SYNTH_HDL_FRONTEND = slang
</file>
<file path="flow/constraint.sdc">
current_design vc_vr_converter

set clk_period 2.2
set clk_io_pct 0.2

create_clock -name clk0 -period $clk_period [get_ports {clk}]

set non_clock_inputs [all_inputs -no_clocks]
set_input_delay [expr $clk_period * $clk_io_pct] -clock clk0 $non_clock_inputs
set_output_delay [expr $clk_period * $clk_io_pct] -clock clk0 [all_outputs]
</file>
<file path="flow/design.v">
module fifo #(
    parameter int unsigned DATA_WIDTH   = 8,  
    parameter int unsigned DEPTH        = 2,    
    parameter type dtype                = logic [DATA_WIDTH-1:0],
    parameter int unsigned ADDR_DEPTH   = (DEPTH > 1) ? $clog2(DEPTH) : 1
)(
    input  logic  clk_i,         
    input  logic  rst_ni,         
    output logic  full_o,           
    output logic  empty_o,        
    input  dtype  data_i,           
    input  logic  push_i,           
    output dtype  data_o,           
    input  logic  pop_i          
);
    dtype read_data;
    localparam int unsigned FifoDepth = (DEPTH > 0) ? DEPTH : 1;
    logic                   en;
    logic [ADDR_DEPTH:0]    read_pointer_n, read_pointer_q, write_pointer_n, write_pointer_q;
    logic                   read_enable;
    dtype [FifoDepth - 1:0] fifo;
    dtype [FifoDepth - 1:0] fifo_q;
    if (DEPTH == 0) begin : gen_pass_through
        assign empty_o     = ~push_i;
        assign full_o      = ~pop_i;
    end else begin : gen_fifo
      assign empty_o = (write_pointer_q == read_pointer_q);
      assign full_o  = (write_pointer_q[ADDR_DEPTH] != read_pointer_q[ADDR_DEPTH]) &&
                        (write_pointer_q[ADDR_DEPTH-1:0] == read_pointer_q[ADDR_DEPTH-1:0]);
    end
    always_comb begin : read_write_comb
        read_pointer_n  = read_pointer_q;
        write_pointer_n = write_pointer_q;
        data_o = fifo_q[read_pointer_q[ADDR_DEPTH-1:0]];
        fifo = fifo_q;
        en      = 1'b1;
        if (push_i && ~full_o) begin
            en = 1'b0;
            fifo[write_pointer_q[ADDR_DEPTH-1:0]] = data_i;
            if (write_pointer_q == FifoDepth[ADDR_DEPTH-1:0] - 1)
                write_pointer_n = '0;
            else
                write_pointer_n = write_pointer_q + 1;
        end
        if (pop_i && ~empty_o) begin
            if (read_pointer_n == FifoDepth[ADDR_DEPTH-1:0] - 1)
                read_pointer_n = '0;
            else
                read_pointer_n = read_pointer_q + 1;
        end
    end
    always_ff @(posedge clk_i or negedge rst_ni) begin
        if(~rst_ni) begin
            fifo_q <= '0;
        end else if (!en) begin
            fifo_q <= fifo;
        end
    end
    always_ff @(posedge clk_i or negedge rst_ni) begin
        if(~rst_ni) begin
            read_pointer_q  <= '0;
            write_pointer_q <= '0;
        end
        else begin
            read_pointer_q  <= read_pointer_n;
            write_pointer_q <= write_pointer_n;
        end
    end
endmodule 
  module vc_vr_converter #(
    parameter DATA_WIDTH = 8,
    CREDIT_NUM = 2
  ) (
    input logic                   clk,
    input logic                   rst_n,
    input logic [DATA_WIDTH-1:0]  s_data_i,
    input logic                   s_valid_i,
    output logic                  s_credit_o,
    output logic [DATA_WIDTH-1:0] m_data_o,
    output logic                  m_valid_o,
    input logic                   m_ready_i
  );
  localparam PTR_WIDTH = $clog2(CREDIT_NUM);
  logic [$clog2(CREDIT_NUM+1):0] reset_credit_counter;
  logic credit_reset;
  logic [DATA_WIDTH-1:0] s_data;
  logic [DATA_WIDTH-1:0] m_data;
  logic pop;
  logic full;
  logic empty;
  logic push;                         
  fifo #(
    .DATA_WIDTH (DATA_WIDTH ),
    .DEPTH      (CREDIT_NUM )
  ) fifo_inst (
    .clk_i      ( clk      ),
    .rst_ni     ( rst_n    ),
    .full_o     ( full     ),
    .empty_o    ( empty    ),
    .data_i     ( s_data_i ),
    .push_i     ( push     ),
    .data_o     ( m_data_o ),
    .pop_i      ( pop      )
  );
  assign push = s_valid_i && !full;
  assign pop  = m_valid_o && m_ready_i;
  assign m_valid_o = !empty;
  always_ff @(posedge clk) begin
    if (!rst_n) begin
      reset_credit_counter <= '0;
    end
    else if (reset_credit_counter < CREDIT_NUM)
      reset_credit_counter <= reset_credit_counter + 1;
  end
  always_ff @(posedge clk) begin
    if (!rst_n) 
      credit_reset <= '0;
    else
      credit_reset <= ( reset_credit_counter < CREDIT_NUM );
  end
  assign s_credit_o = ( pop && !push ) || credit_reset;
  endmodule
</file>
==> run_results.csv <==
group,metric,value,unit
global_routing,grt_pass1_vias,730,
synth,edf_count,0,
critical_path,worst_ep_required_time,1.76,ns
final_layout,seq_area,580.6,µm²
floorplan,core_area,5921,µm²
power_and_ir_drop,p_leak,0.6052,nW
cts,hold_buffers,0,
floorplan,chipArea,9604,µm²
sta,setup_ws,0.1182,ns
global_routing,track_usage,4.598,%
synth,area_leaders,"dfrtp_1 (45%), mux2_2 (26%), dfxtp_1 (7.3%)",
floorplan,core.rowCount,28,
critical_path,r2r-end,"fifo_inst.fifo_q[3]$_DFFE_PN0P_",
cts,cts_sinks,24,
power_and_ir_drop,power_density,1484,nW/µm²
route,drtIter0Drc,11,
job,warnings,25,
critical_path,path_max_fanout,16,
placement,gp_congestion,0.7260,
final_layout,utilization,25.70,%
route,route.vias.total,721,
floorplan,io_pins,22,
final_layout,stdcell_area,1521,µm²
synth,yosys-top-cells-count,"mux2_2 (25), dfrtp_1 (20), dfxtp_1 (4), nand2_1 (4), nor2_1 (4)",
sta,final.setup.tns,0,ns
sta,fin_crit_sh,94.63,%
sta,finalCriticalPeriod,2.082,ns
critical_path,endpoint,"m_data_o[5]",
synth,ys_cells,86,
synth,synth_cell_types,25,
synth,synth_area_per_cell,12.82,µm²
cts,path_clk_slew,0.08,ns
critical_path,worstSetupEndpointType,"primary output",
critical_path,worst_r2r_path_depth,3,
final_layout,logic_area,506.7,µm²
synth,synth_chip_area,1102,µm²
synth,synth.most_common_cell,"mux2_2",
placement,numPortBuffers,21,
route,drcViolationCount,0,
route,postRouteAntennaNets,0,
synth,synthFlopType,"dfrtp_1",
critical_path,r2r_setup_slack,0.67,ns
route,dr.pass1.iters,3,
final_layout,drive_above_1_share,33.63,%
final_layout,finalNonFillerCells,188,
cts,cts_tree,"yes",
critical_path,critPathArrivalTime,1.64,ns
cts,clockBufferDepth,2,
synth,yosysWarnings,0,
power_and_ir_drop,vdd_drop_max,0.0005999,V
route,vias_per_cell,3.835,
job,drv_cap,0,
global_routing,antenna_found_initial,0,
sta,hold_violations,0,
sta,worst_pin_slew,0.3571,ns
global_routing,grt-ovfl-total,0,
critical_path,worst_setup_path_start_kind,"flop",
placement,placed_cell_area,1441,µm²
route,wl,2.205,mm
final_layout,num-fill-cells,608,
synth,synthCells,86,
cts,htree_levels,1,
synth,syn_area,1102,µm²
placement,place_ws,-0.08713,ns
cts,root_buffer,"clkbuf_8",
floorplan,dieHeight,98,µm
synth,top_area_share,45.40,%
global_routing,grt_max_degree,25,
synth,synth_area_leader_cell,"dfrtp_1",
floorplan,die_w,98,µm
critical_path,startpoint,"fifo_inst.read_pointer_q[0]$_DFFE_PN0P_",
sta,setup_viol,0,
worst_hold_path,hold_path_class,"flop to flop",
placement,dp_hpwl,1.588,mm
global_routing,grt_pass1_wl,3.650,mm
sta,rsz0062_at_grt,"no",
synth,ys_async_sr_fraction,83.33,%
route,wl_per_cell,11.73,µm
synth,synth_seq_share,52.67,%
placement,dp_cells,184,
cts,cts_made_buffers,3,
route,diodes,0,
sta,max_slew_margin,76.10,%
critical_path,r2r-start,"fifo_inst.read_pointer_q[1]$_DFFE_PN0P_",
sta,skew,0.005492,ns
status,outcome,"complete, no violations",
final_layout,syn2layout_area_growth,38.03,%
critical_path,critPathKind,"flop to primary output",
cts,clkLatencyLatePin,0.27,ns
sta,slew_viol_final,0,
sta,max_freq,480.4,MHz
floorplan,initCoreUtil,18.62,%
synth,numSynthFlops,24,
## final cells by class
cell class              instances  area share, %
clock buffers                   3          2.714
clock inverters                 1          1.974
inverters                       2         0.4934
multi-input cells              57          33.31
flip-flops and latches         24          38.16
well taps                      75          6.168
repair buffers                 26          17.19
## cells by family after synthesis
logic type               Yosys count  share of synthesized area [%]
AND/OR/NAND/NOR                   15                          6.583
multiplexers                      25                          25.54
buffers and inverters              5                          2.043
AND-OR/OR-AND                     13                          8.968
flip-flops                        24                          52.67
XOR/XNOR                           3                          3.065
adder cells (fa/ha/maj)            1                          1.135
## per-stage QoR
step                      power (mW)  hold slack [ns]
after floorplan                1.401           0.1444
after global placement         1.883           0.4830
after detailed placement       1.892           0.4851
after CTS                      2.298           0.4995
after global routing           2.451           0.5273
final                          2.257           0.4922
## worst min-delay path by stage
stage,start,endpoint,slack (ns),depth (start not counted)
final,reset_credit_counter[2]$_SDFFE_PN0P_,credit_reset$_SDFF_PN0_,0.49,1
after CTS,reset_credit_counter[2]$_SDFFE_PN0P_,credit_reset$_SDFF_PN0_,0.50,1
after global routing,fifo_inst.fifo_q[1]$_DFFE_PN0P_,fifo_inst.fifo_q[1]$_DFFE_PN0P_,0.53,1
## critical path, cell delays in order (launching register included)
cell             delay, ns
dfrtp_1               0.38
buf_6                 0.21
mux2_2                0.36
clkdlybuf4s50_1       0.42
## layout by cell type (no fill, tap or decap), drive strengths merged
cell type,instances
nor2,4
or3,1
a21oi,3
bufinv,1
xor2,1
a21boi,1
o21ai,3
nand3,2
o311ai,2
o21a,2
nor3b,1
dfxtp,4
a31oi,1
clkbuf,3
a211oi,1
dfrtp,20
clkdlybuf4s50,19
mux2,25
dlygate4sd2,2
nand2,4
xnor2,2
buf,5
inv,2
ha,1
nor2b,3
## power by group
part           switching [mW]  leakage (nW)  internal, mW  total, mW
clock                   0.144        0.0357         0.243      0.388
sequential              0.151         0.268         0.658      0.809
combinational           0.361         0.301         0.700       1.06
## sequential cells by signal, indices dropped and copies added, names as in the netlist
register / count
credit_reset: 1
fifo_inst.fifo_q: 16
fifo_inst.read_pointer_q: 2
fifo_inst.write_pointer_q: 2
reset_credit_counter: 3
## timing repair
item                                    in CTS  in global routing
endpoints found under the setup margin       1                  8
resized                                      4                  1
buffers inserted                             0                  0
## per-layer routing
metal  vias up  global-route usage, %  routed length [µm]
li1        365                      -                   -
met1       337                  5.916                1040
met2        19                  6.954                 953
met3         0                  2.560                 210
met4         0                 0.2237                   0
met5         -                      0                   0
No activity file was given, so power comes from the tool's default toggle rates.
